[design/flow/config.mk]
export PLATFORM = sky130hd
export DESIGN_NAME = i2c_firmware
export DESIGN_NICKNAME = i2c_firmware
export VERILOG_FILES = /design/flow/design.v
export SDC_FILE = /design/flow/constraint.sdc
export NUM_CORES = 4
export LEC_CHECK = 1
export CORE_UTILIZATION = 30
[design/flow/design.v]
`timescale 1ns / 1ps
module i2c_firmware(
    input CLK100MHZ,
    input btnC,
    input btnR,
    inout I2C_SDA,
    output I2C_SCL,
    output [15:0] LED
    );
wire reset;
reg master_enable;
reg START = 1'bx;
reg SCL, SDA;
reg [6:0] SD_COUNTER;
reg [9:0] COUNT = 10'b0;
reg [7:0] FWREV;
assign reset = btnC;
assign LED[7:0] = FWREV;
always @(posedge CLK100MHZ) begin
    COUNT <= COUNT + 1;
end
always @(posedge COUNT[9] or posedge reset) begin
    if (reset)
        START <= 0;
    else if (btnR)
        START <= 1;
end
always @(posedge COUNT[9] or posedge reset) begin
    if (reset)
        SD_COUNTER <= 7'b0;
    else begin
        if (!START)
            SD_COUNTER <= 0;
        else if (SD_COUNTER < 60)
            SD_COUNTER <= SD_COUNTER + 1;
    end
end
always @(posedge COUNT[9] or posedge reset) begin
    if (reset) begin
        master_enable <= 1;
        SCL <= 1;
        SDA <= 1;
        FWREV <= 0;
    end
    else begin
        case (SD_COUNTER)
            7'd0: begin  
                SDA <= 1;
                SCL <= 1;
            end
            7'd1: SDA <= 0;
            7'd2: SCL <= 0;
            7'd3: SDA <= 1;  
            7'd4: SDA <= 0;
            7'd5: SDA <= 0;
            7'd6: SDA <= 0;
            7'd7: SDA <= 0;
            7'd8: SDA <= 0;
            7'd9: SDA <= 0;
            7'd10: SDA <= 0;  
            7'd11: master_enable <= 0;  
            7'd12: begin master_enable <= 1; SDA <= 1; end  
            7'd13: SDA <= 0;
            7'd14: SDA <= 0;
            7'd15: SDA <= 0;
            7'd16: SDA <= 0;
            7'd17: SDA <= 1;
            7'd18: SDA <= 0;
            7'd19: SDA <= 0;
            7'd20: master_enable <= 0;  
            7'd21: begin master_enable <= 1; SDA <= 1; end  
            7'd22: SDA <= 0;
            7'd23: SDA <= 1;
            7'd24: SDA <= 1;
            7'd25: SDA <= 1;
            7'd26: SDA <= 0;
            7'd27: SDA <= 0;
            7'd28: SDA <= 0;
            7'd29: master_enable <= 0;  
            7'd30: master_enable <= 1;  
            7'd31: begin
                SDA <= 1;
                SCL <= 1;
            end
            7'd32: SDA <= 0;
            7'd33: SCL <= 0;
            7'd34: SDA <= 1;  
            7'd35: SDA <= 0;
            7'd36: SDA <= 0;
            7'd37: SDA <= 0;
            7'd38: SDA <= 0;
            7'd39: SDA <= 0;
            7'd40: SDA <= 0;
            7'd41: SDA <= 1;  
            7'd42: master_enable <= 0;  
            7'd44: FWREV[7] <= I2C_SDA;  
            7'd45: FWREV[6] <= I2C_SDA;
            7'd46: FWREV[5] <= I2C_SDA;
            7'd47: FWREV[4] <= I2C_SDA;
            7'd48: FWREV[3] <= I2C_SDA;
            7'd49: FWREV[2] <= I2C_SDA;
            7'd50: FWREV[1] <= I2C_SDA;
            7'd51: FWREV[0] <= I2C_SDA;
            7'd52: begin master_enable <= 1; SDA <= 1; end  
            7'd53: begin  
                SDA <= 0;
                SCL <= 1;
            end
            7'd54: SDA <= 1;
        endcase
    end
end
assign I2C_SCL = ((SD_COUNTER >= 4) & SD_COUNTER <= 30) ? ~COUNT[9] : ((SD_COUNTER >= 35) & (SD_COUNTER <= 54)) ? ~COUNT[9] : SCL;
assign I2C_SDA = (master_enable == 1) ? SDA : 'bz;
endmodule
[design/flow/run.sh]
#!/bin/bash
# OpenROAD 26Q1-2900-gdf79404cd8, Yosys 0.63+post, stock flow scripts
make -C /OpenROAD-flow-scripts/flow DESIGN_CONFIG=/design/flow/config.mk WORK_HOME=/design/flow/orfs finish
[design/flow/constraint.sdc]
current_design i2c_firmware

set clk_period 1.5
set clk_io_pct 0.2

create_clock -name clk0 -period $clk_period [get_ports {CLK100MHZ}]

set non_clock_inputs [all_inputs -no_clocks]
set_input_delay [expr $clk_period * $clk_io_pct] -clock clk0 $non_clock_inputs
set_output_delay [expr $clk_period * $clk_io_pct] -clock clk0 [all_outputs]
==> results.cfg <==
; yosys + openroad results
[placed_design]
post-dp-hpwl_mm = 1.95
place.port_buffers = 11
place_congestion = 0.878
dp_slack_ns = 0.283

[synth]
synthFlopType = dfrtp_1
synth_flops = 28
synth_stat.cells = 164
top_area_cell = dfrtp_1
async_flop_share_pct = 64.3
area_leaders = dfrtp_1, dfxtp_1, buf_4
syn_area_per_cell_um2 = 9.97
ys_seq_share_pct = 39.9
synth_cells = 164
synthesis.area_um2 = 1640
top_area_share_pct = 24.5
edf_count = 0
synth_cell_types = 52
yosys_area_um2 = 1640
yosys_warnings = 10

[sta]
unclocked_pins = 18
untimed_endpoints = 27

[status]
status = stopped before the end
stop_stage = clock tree synthesis
firstError = [error] [KeplerFormal.cpp:679] Workflow failed: Iso has multiple drivers: .I2C_SDA0, I2C_SDA$_DFFE_PP1P_.Q0

[clock_network]
clk_path_buf_depth = 2
htreeDepth = 1
cts_hold_buffers = 0
post_cts_resized = 0
root_buffer = clkbuf_8
cts_setup_buffers = 0
numCtsBuffers = 3

[die]
io_pins = 21
fp-row-count = 26
die_w_um = 75.8
fp_util_pct = 31.6
die_y_um = 75.8
==> cell usage after synthesis, types with 2 or more instances <==
cell type / instances
dfrtp_1: 16
nand2_1: 14
buf_4: 12
dfxtp_1: 10
xnor2_1: 10
nand3_1: 9
nor2_1: 8
mux2_2: 7
ha_1: 6
inv_1: 6
and2_1: 5
o21ai_0: 4
and3_1: 3
buf_2: 3
nor2b_1: 3
a21o_1: 2
a221oi_1: 2
buf_6: 2
dfstp_2: 2
mux2_1: 2
mux2i_1: 2
nand2b_1: 2
nor3_1: 2
nor3b_1: 2
nor4_1: 2
o211ai_1: 2
==> through the flow <==
| stage | hold WS (ns) | total power [mW] | util (%) | area, µm² | instances |
|---|---|---|---|---|---|
| after floorplan | 0.402 | 0.293 | - | 1660 | 171 |
| after global placement | 0.427 | 0.288 | 33.6 | 1740 | 236 |
| after detailed placement | 0.433 | 0.288 | 33.6 | 1740 | 236 |
==> kinds of logic after synthesis <==
family,Yosys count,share of synthesized area [%]
AND/OR/NAND/NOR,58,19.5
buffers and inverters,23,9.18
flip-flops,28,39.9
multiplexers,12,8.34
AND-OR/OR-AND,24,11.6
adder cells (fa/ha/maj),7,5.28
other,1,0.229
XOR/XNOR,11,5.89
Power is estimated from default activity; no workload was simulated.
