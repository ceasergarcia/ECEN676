$ cat flow/run.sh
#!/bin/bash
# OpenROAD 26Q1-2900-gdf79404cd8, Yosys 0.63+post, stock flow scripts
make -C /OpenROAD-flow-scripts/flow DESIGN_CONFIG=/design/flow/config.mk WORK_HOME=/design/flow/orfs finish
$ cat flow/constraint.sdc
current_design i2c_temp

set clk_period 2.8
set clk_io_pct 0.2

create_clock -name clk0 -period $clk_period [get_ports {CLK100MHZ}]

set non_clock_inputs [all_inputs -no_clocks]
set_input_delay [expr $clk_period * $clk_io_pct] -clock clk0 $non_clock_inputs
set_output_delay [expr $clk_period * $clk_io_pct] -clock clk0 [all_outputs]
$ cat flow/config.mk
export PLATFORM = sky130hd
export DESIGN_NAME = i2c_temp
export DESIGN_NICKNAME = i2c_temp
export VERILOG_FILES = /design/flow/design.v
export SDC_FILE = /design/flow/constraint.sdc
export NUM_CORES = 4
export LEC_CHECK = 1
export CORE_AREA = 10 10 98 98
export DIE_AREA = 0 0 108 108
$ cat flow/design.v
`timescale 1ns / 1ps
module i2c_temp(
    input CLK100MHZ,
    input btnC,
    input btnR,
    inout I2C_SDA,
    output I2C_SCL,
    output [15:0] LED
    );
wire reset;
reg [15:0] ACK;
reg TEMP_ACK = 1'b1;
reg master_enable;
reg START = 1'bx;
reg SCL, SDA;
reg [6:0] SD_COUNTER;
reg [9:0] COUNT = 10'b0;
reg [7:0] MSB = 8'b0;
reg [7:0] LSB = 8'b0;
assign reset = btnC;
assign LED = ACK;
always @(posedge CLK100MHZ) begin
    COUNT <= COUNT + 1;
end
always @(posedge COUNT[9] or posedge reset) begin
    if (reset)
        START <= 0;
    else if (btnR)
        START <= 1;
end
always @(posedge COUNT[9] or posedge reset) begin
    if (reset)
        SD_COUNTER <= 7'b0;
    else begin
        if (!START)
            SD_COUNTER <= 0;
        else if (SD_COUNTER < 60)
            SD_COUNTER <= SD_COUNTER + 1;
    end
end
always @(posedge COUNT[9] or posedge reset) begin
    if (reset) begin
        ACK <= 16'b1111111111111111;
        master_enable <= 1;
        SCL <= 1;
        SDA <= 1;
    end
    else begin
        case (SD_COUNTER)
            7'd0: begin  
                SDA <= 1;
                SCL <= 1;
            end
            7'd1: SDA <= 0;
            7'd2: SCL <= 0;
            7'd3: SDA <= 1;  
            7'd4: SDA <= 0;
            7'd5: SDA <= 0;
            7'd6: SDA <= 0;
            7'd7: SDA <= 0;
            7'd8: SDA <= 0;
            7'd9: SDA <= 0;
            7'd10: SDA <= 0;  
            7'd11: begin ACK[15] <= I2C_SDA; master_enable <= 0; end  
            7'd12: begin master_enable <= 1; SDA <= 1; end  
            7'd13: SDA <= 1;
            7'd14: SDA <= 1;
            7'd15: SDA <= 1;
            7'd16: SDA <= 0;
            7'd17: SDA <= 0;
            7'd18: SDA <= 1;
            7'd19: SDA <= 1;
            7'd20: begin ACK[14] <= I2C_SDA; master_enable <= 0; end  
            7'd21: master_enable <= 1;   
            7'd22: begin
                SDA <= 1'b1;
                SCL <= 1'b1;
            end
            7'd23: SDA <= 0;
            7'd24: SCL <= 0;
            7'd25: SDA <= 1;  
            7'd26: SDA <= 0;
            7'd27: SDA <= 0;
            7'd28: SDA <= 0;
            7'd29: SDA <= 0;
            7'd30: SDA <= 0;
            7'd31: SDA <= 0;
            7'd32: SDA <= 1;  
            7'd33: begin ACK[13] <= I2C_SDA; master_enable <= 0; end  
            7'd34: SDA <= 0;
            default: ACK[0] <= I2C_SDA;  
        endcase
    end
end
assign I2C_SCL = ((SD_COUNTER >= 4) & (SD_COUNTER <= 21)) ? ~COUNT[9] : (SD_COUNTER >= 26) ? ~COUNT[9] : SCL;
assign I2C_SDA = (master_enable == 1) ? SDA : 'bz;
endmodule
==> impl_metrics.csv <==
group,metric,value,unit
run_status,status,"aborted with a tool error",
run_status,lastStage,"clock tree synthesis",
run_status,firstError,"[error] [KeplerFormal.cpp:679] Workflow failed: Iso has multiple drivers: .I2C_SDA0, I2C_SDA$_DFFE_PP1P_.Q0",
synthesis,postSynthCellCount,159,
clock_network,cts_buffer_depth,2,
synthesis,ys_async_sr_fraction,58.3,%
floorplanning,fp_util,19.0,%
clock_network,cts_root_buf,"clkbuf_8",
synthesis,yosysCellCount,159,
floorplanning,rows,32,
placement,gp_congestion,0.882,
synthesis,synth_area,1450,um^2
synthesis,synth_top_flop_cell,"dfxtp_1",
placement,io_buffers,7,
clock_network,ctsHtreeMaxLevel,1,
floorplanning,ios,21,
synthesis,yosysSeqAreaShare,38.4,%
synthesis,ys_types,44,
synthesis,edf_count,0,
floorplanning,die_x,108,um
clock_network,hold_buffers,0,
synthesis,syn_avg_cell_area,9.14,um^2
clock_network,post_cts_resized,0,
sta,unclocked_pins,14,
synthesis,numSynthFlops,24,
synthesis,yosys_area,1450,um^2
placement,dpl.hpwl,2.03,mm
sta,untimed_endpoints,19,
synthesis,ys_warn_count,2,
clock_network,post_cts_buffers,0,
clock_network,cts_buffers,3,
floorplanning,die_h,108,um
==> per-stage QoR <==
| stage | hold WS [ns] | instances | cell area [um^2] | setup WS [ns] | util, % |
|---|---|---|---|---|---|
| 3_5_place_dp | 0.382 | 259 | 1550 | 1.06 | 20.3 |
| 2_1_floorplan | 0.366 | 170 | 1500 | 1.67 | - |
| 3_3_place_gp | 0.373 | 259 | 1550 | 1.08 | 20.3 |
==> cell usage after synthesis (2+ instances only) <==
cell type | n | area share [%]
a21oi_1 | 4 | 1.4
and2_1 | 4 | 1.7
and3_1 | 5 | 2.2
buf_2 | 4 | 1.4
buf_4 | 14 | 7.2
dfrtp_1 | 8 | 14
dfstp_2 | 6 | 11
dfxtp_1 | 10 | 14
ha_1 | 6 | 5.2
inv_1 | 6 | 1.5
mux2_2 | 3 | 2.3
mux2i_1 | 2 | 1.4
nand2_1 | 9 | 2.3
nand3_1 | 8 | 2.8
nand3b_1 | 3 | 1.5
nand4_1 | 3 | 1.3
nor2_1 | 14 | 3.6
nor2b_1 | 3 | 1.3
nor3_1 | 6 | 2.1
nor3_2 | 2 | 1.4
o21a_1 | 2 | 1.0
o21ai_0 | 6 | 2.1
xnor2_1 | 8 | 4.8
xor2_1 | 3 | 1.8
==> cells by family after synthesis <==
family / count (synthesis) / synth area share, %
other cells: 1 / 0.258
simple gates: 64 / 23.9
compound gates: 21 / 9.90
fa+ha+maj: 6 / 5.16
mux: 6 / 4.47
flops: 24 / 38.4
buf+inv: 26 / 11.3
xor+xnor: 11 / 6.63
